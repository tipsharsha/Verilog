$ cat design/flow/constraint.sdc
current_design barrelshift

set clk_period 2.0
set clk_io_pct 0.2

create_clock -name clk0 -period $clk_period

set non_clock_inputs [all_inputs -no_clocks]
set_input_delay [expr $clk_period * $clk_io_pct] -clock clk0 $non_clock_inputs
set_output_delay [expr $clk_period * $clk_io_pct] -clock clk0 [all_outputs]
$ cat design/flow/run.sh
#!/bin/bash
# OpenROAD 26Q1-2900-gdf79404cd8, Yosys 0.63+post, stock flow scripts
make -C /OpenROAD-flow-scripts/flow DESIGN_CONFIG=/design/flow/config.mk WORK_HOME=/design/flow/orfs finish
$ cat design/flow/design.v
module barrelshift (in, shmag, out);
    input [7:0] in;
    input [2:0] shmag;    
    output [7:0] out;
    wire [7:0] x,y;
    mux2x1 m47 (.in0(in[7]),.in1(1'b0),.sel(shmag[2]),.out(x[7]));
    mux2x1 m46 (.in0(in[6]),.in1(1'b0),.sel(shmag[2]),.out(x[6]));
    mux2x1 m45 (.in0(in[5]),.in1(1'b0),.sel(shmag[2]),.out(x[5]));
    mux2x1 m44 (.in0(in[4]),.in1(1'b0),.sel(shmag[2]),.out(x[4]));
    mux2x1 m43 (.in0(in[3]),.in1(in[7]),.sel(shmag[2]),.out(x[3]));
    mux2x1 m42 (.in0(in[2]),.in1(in[6]),.sel(shmag[2]),.out(x[2]));
    mux2x1 m41 (.in0(in[1]),.in1(in[5]),.sel(shmag[2]),.out(x[1]));
    mux2x1 m40 (.in0(in[0]),.in1(in[4]),.sel(shmag[2]),.out(x[0]));
    mux2x1 m27 (.in0(x[7]),.in1(1'b0),.sel(shmag[1]),.out(y[7]));
    mux2x1 m26 (.in0(x[6]),.in1(1'b0),.sel(shmag[1]),.out(y[6]));
    mux2x1 m25 (.in0(x[5]),.in1(x[7]),.sel(shmag[1]),.out(y[5]));
    mux2x1 m24 (.in0(x[4]),.in1(x[6]),.sel(shmag[1]),.out(y[4]));
    mux2x1 m23 (.in0(x[3]),.in1(x[5]),.sel(shmag[1]),.out(y[3]));
    mux2x1 m22 (.in0(x[2]),.in1(x[4]),.sel(shmag[1]),.out(y[2]));
    mux2x1 m21 (.in0(x[1]),.in1(x[3]),.sel(shmag[1]),.out(y[1]));
    mux2x1 m20 (.in0(x[0]),.in1(x[2]),.sel(shmag[1]),.out(y[0]));
    mux2x1 m17 (.in0(y[7]),.in1(1'b0),.sel(shmag[0]),.out(out[7]));
    mux2x1 m16 (.in0(y[6]),.in1(y[7]),.sel(shmag[0]),.out(out[6]));
    mux2x1 m15 (.in0(y[5]),.in1(y[6]),.sel(shmag[0]),.out(out[5]));
    mux2x1 m14 (.in0(y[4]),.in1(y[5]),.sel(shmag[0]),.out(out[4]));
    mux2x1 m13 (.in0(y[3]),.in1(y[4]),.sel(shmag[0]),.out(out[3]));
    mux2x1 m12 (.in0(y[2]),.in1(y[3]),.sel(shmag[0]),.out(out[2]));
    mux2x1 m11 (.in0(y[1]),.in1(y[2]),.sel(shmag[0]),.out(out[1]));
    mux2x1 m10 (.in0(y[0]),.in1(y[1]),.sel(shmag[0]),.out(out[0]));
endmodule
module mux2x1( in0,in1,sel,out);
    input in0,in1;
    input sel;
    output out;
    assign out=(sel)?in1:in0;
endmodule
$ cat design/flow/config.mk
export PLATFORM = sky130hd
export DESIGN_NAME = barrelshift
export DESIGN_NICKNAME = barrelshift
export VERILOG_FILES = /design/flow/design.v
export SDC_FILE = /design/flow/constraint.sdc
export NUM_CORES = 4
export LEC_CHECK = 1
export CORE_AREA = 10 10 70 70
export DIE_AREA = 0 0 80 80
==> flow_summary.ini <==
; generated from flow reports
[status]
status = finished, final reports clean

[global_routing]
grt_pass1_wl_mm = 1.59
use_met1_pct = 3.17
grt_use_met2_pct = 5.78
track_usage_pct = 2.84
busiest_layer = met2
grt_pass1_vias = 350
antenna_found_initial = 0
grt-ovfl-total = 0
use_met3_pct = 0.341
grt_max_degree = 8

[pwr]
power_per_cell_area_nw_per_um2 = 206
combPwrFrac_pct = 100.0
p_leak_uw = 0.000267
seqPwrFrac_pct = 0
power.share.clock_pct = 0
swShare_pct = 35.3
power.switching_uw = 42.7
internal-power_uw = 78.3
ir_worst_vdd_mv = 0.0287

[detailed_routing]
drt_iter0_drc = 3
route.detailed.drc = 0
drt-pass1-iter-count = 2
drt_wl_total_um = 942
vias = 302
insertedDiodeCount = 0
vias_per_cell = 3.02
post_drt_wl_per_cell_um = 9.42
ant_nets = 0

[synthesis]
synth.distinct_cells = 14
synthCells = 35
ys_warn_count = 0
yosys_area_um2 = 305
ys_seq_share_pct = 0
syn_area_um2 = 305
synth_area_per_cell_um2 = 8.72
yosys-stat-cells = 35

[final_timing]
slew_headroom_pct = 81.6
hold_viol = 0
max_freq_mhz = 509
rsz0062_at_grt = yes
setup_slack_ps = 34.2
finalSetupViolCount = 0
worst_pin_slew_ps = 268
whs_ps = 1290
drv_slew = 0
post-route-period-util_pct = 98.3
period_needed_ps = 1970

[setup_path]
cp_data_arrival_time_ps = 1570
crit_path_end_kind = output pin
worst_setup_path_start_kind = input pin
cp_max_fo = 6
crit_type = input pin to output pin
cp.required_ps = 1600
worstSetupStartpoint = shmag[1]

[finish]
register_area_um2 = 0
drive_gt1_share_pct = 44.4
fill_cells = 385
area.growth.synth_to_final_pct = 92.2
lay_top_count = dlygate4sd2_1
nClkBuffers = 0
lay_top_cells = dlygate4sd2_1, buf_4, mux2i_1
nFlopsAndLatches = 0

[die]
fp.dieW_um = 80
core_area_um2 = 3420
rows = 21
io_pins = 19
initCoreUtil_pct = 8.94
die_area_um2 = 6400
fp.dieH_um = 80

[placed_design]
dp.final_hpwl_um = 802
place_congestion = 0.706
io_buffers = 19
dp_slack_ps = -501

[min_path]
hold_depth = 3
hold_start = shmag[2]
hold_path_class = input pin to output pin

[job]
maxCapViolations = 0
warnings = 33
repair_timing:
action / in CTS / in global routing
setup buffers: 5 / 2
endpoints found under the setup margin: 8 / 5
pin swaps: 4 / 0
hold buffers: 0 / 0
gates resized: 26 / 3
metal layers:
layer | wire length (µm) | part of all wire, %
met2 | 537 | 57
met4 | 0 | 0
met5 | 0 | 0
met1 | 358 | 38
met3 | 46 | 4.9
area by class of cell:
class	instances	area, µm²	area share, %
Multi-Input combinational cell	24	264	45.0
Timing Repair Buffer	29	259	44.1
Tap cell	46	57.6	9.81
Inverter	1	6.26	1.07
final timing paths:
path | endpoint | slack [ps]
worst max-delay path | out[1] | 30
worst min-delay path | out[1] | 1290
through the flow:
stage	util [%]	cell area [µm²]	setup TNS [ps]	total power, µW	std cells
finish	17.2	587	0	121	100
global route	17.2	587	-41.8	132	100
CTS	16.4	559	0	116	99
detailed placement	14.9	508	-3040	110	94
global placement	14.9	508	-3040	110	94
floorplan	-	305	0	66.2	35
kinds of logic (layout without fill, tap and decap cells):
| group | after synthesis | count (layout) | share of synthesized area, % |
|---|---|---|---|
| muxes | 14 | 14 | 54.9 |
| and+or+nand+nor | 7 | 7 | 10.2 |
| AOI/OAI and AO/OA | 3 | 3 | 9.01 |
| buffers and inverters | 11 | 30 | 25.8 |
power by group through the flow:
stage     clock network [µW]  logic (µW)  registers (µW)
6_report                   0         121               0
5_1_grt                    0         132               0
4_1_cts                    0         116               0
cell usage after synthesis:
cell	number	area share, %
buf_4	8	20
mux2i_1	7	23
mux2_2	4	15
mux2_4	2	9.8
nand2_1	2	2.5
nor2_1	2	2.5
nor3_1	2	3.3
o22ai_1	2	4.1
a2bb2oi_2	1	4.9
buf_6	1	3.7
clkbuf_1	1	1.2
inv_2	1	1.2
mux2i_4	1	7.4
nand2b_1	1	2.1
critical path, cell delays in order:
cell             delay, ps
clkdlybuf4s15_1        180
buf_6                  140
mux2_4                 340
a2bb2oi_4              140
buf_4                  110
buf_4                   90
mux2i_1                 60
buf_2                  120
No activity file was given, so power comes from the tool's default toggle rates.
